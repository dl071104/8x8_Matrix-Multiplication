## ./config.mk

```make
export PLATFORM = sky130hd
export DESIGN_NAME = block
export DESIGN_NICKNAME = block
export VERILOG_FILES = /design/flow/design.v
export SDC_FILE = /design/flow/constraint.sdc
export NUM_CORES = 4
export LEC_CHECK = 1
export CORE_UTILIZATION = 50
```

## ./constraint.sdc

```tcl
current_design block

set clk_period 7.5
set clk_io_pct 0.2

create_clock -name clk0 -period $clk_period [get_ports {clk}]

set non_clock_inputs [all_inputs -no_clocks]
set_input_delay [expr $clk_period * $clk_io_pct] -clock clk0 $non_clock_inputs
set_output_delay [expr $clk_period * $clk_io_pct] -clock clk0 [all_outputs]
```

## ./design.v

```verilog
 module block(inp_north, inp_west, clk, rst, outp_south, outp_east, result);
input signed[7:0] inp_north, inp_west;
output reg signed[7:0] outp_south, outp_east;
input clk, rst;
output reg signed[18:0] result;
wire signed [18:0] multi;
	always @(posedge rst or posedge clk) begin
		if(rst) begin
			result <= 0;
			outp_east <= 0;
			outp_south <= 0;
		end
		else begin
			result <= result + multi;
			outp_east <= inp_west;
			outp_south <= inp_north;
		end
	end
	assign multi = inp_north*inp_west;
endmodule
```

## ./run.sh

```bash
#!/bin/bash
# OpenROAD 26Q1-2900-gdf79404cd8, Yosys 0.63+post, stock flow scripts
make -C /OpenROAD-flow-scripts/flow DESIGN_CONFIG=/design/flow/config.mk WORK_HOME=/design/flow/orfs finish
```

==> results.txt <==
Numbers from the implementation run.

The flow ran to the end, and the final reports show no timing, DRC or antenna violations. Leaving out fill and tap cells, the most frequent cells in the layout are inv_1 (98), fa_1 (56), clkdlybuf4s50_1 (52). The total I/O pin count is between 50 and 60. The hold violation count in the final report is 0. The kind of end point of the critical path is a flop. Logic depth along the worst register-to-register path is recorded as 9. The synthesis stat section lists a flop and latch total of 35.

The root buffer selected by CTS is clkbuf_8. STA classifies the critical path startpoint as a primary input. The repair_antennas step left the layout with diodes totalling 0. Per the skew report, the later register of the worst-skew pair sees a clock latency of just under 300 ps.

The worst path arrival time is between 7000 and 8000 ps. The count of nets left with antenna violations once routing finished came out at 0. The count of warning messages emitted by the tools is 27.

The number of placement rows is 33. The number of clock sinks seen by CTS is 35. The width of the chip is ~94 µm.

The number of vias per cell after detailed routing is around 5. The maximum root-to-sink buffer count is 2. TritonCTS created 5 clock buffers. Endpoints with negative setup slack in the final report add up to 0.

The utilization after layout is 63.0%. The initial antenna violation count came to 0. The peak clock frequency supported by timing is 140 MHz. Setup slack on the worst reg-to-reg path comes out at approximately 5000 ps. The area of the chip is 8920 µm². The synthesized instance count is about 430. Counting instances, the worst hold path has a depth of 1. The vertical extent of the die is between 90 and 100 µm. The critical path maximum fanout is 9.

The number of remaining DRC errors is 0. Entering global routing, the biggest net connects 36 pins. The first global-routing pass estimated approximately 14 mm of wire. The total negative slack for setup checks is 0 ps. In this run the standard cell core region covers around 8300 µm².

Routability-driven placement finished with a final weighted congestion of 0.855. Summed over all layers, the global routing overflow is 0. The part of the cycle the worst path needs is between 90 and 100%. The worst setup slack after placement is approximately 57 ps.

The count of flip-flops with a built-in enable after synthesis is 0. The required time at the endpoint of the critical path is 7720 ps. The share of synthesized area occupied by flip-flops and latches is between 20% and 30%.

The max-slew violation count is 0. The critical path in the final layout is reported with a setup slack of about 380 ps. The first TritonRoute pass finished after 4 iterations. In the placement report, post-DP HPWL is listed as between 6 and 7 mm.

The async set-or-reset flop fraction in the synthesized netlist is about 100%. The initial utilization of the core area, before any placement, comes to just over 50%. The number of global-route vias before repair came to about 3k. Setup repair after global routing left no endpoint under its margin. Among logic cells in the layout, the one with the most instances is inv_1.

The class of the worst hold path is flop to flop. The clock H-tree reported by CTS has 2 levels. The post-synthesis cell count from yosys is roughly 430. For reference, the post-synthesis area per instance comes to 9.85 µm². The post-detailed-routing wire length is between 8 and 9 mm.

Fill cells in the final layout number 694. Across all layers, the routed design uses approximately 3k vias. The global-route total usage across every layer is between 20% and 30%. For this run, the chip area from Yosys synthesis comes to approximately 4300 µm². The worst-case headroom to the max-slew limit is a little under 70%. Warnings reported by Yosys during synthesis add up to 1. In this run the tool buffered the top-level ports with ~52 buffer cells.

The final setup skew is a little over 5 ps. The TritonCTS clock tree is yes. The tally of max-capacitance violations is 0. The minimum period implied by the final worst setup slack is 7120 ps. The post-synth design cell area is approximately 4300 µm². The number of different library cells used by synthesis comes to roughly 42.

The violation count after the first detailed-route iteration is between 50 and 60. In the CTS report, the clock slew at the register clock pins of the worst setup and hold paths is listed as ~80 ps. The most used flip-flop cell after synthesis is dfrtp_1. Looking at the max-slew report, the worst-margin pin has a slew of roughly 460 ps. The area growth from synthesis to layout is 21.8%.

TritonRoute output was used to compute an average wire per cell of between 10 and 15 µm. The type of the worst setup path is primary input to flop. Per the final layout report, the fraction of cells sized above drive strength 1 comes to around 8%.
critical path, cell delays in order:
cell	delay (ps)
clkdlybuf4s50_1	550
and2_1	280
fa_1	590
inv_1	140
fa_1	550
inv_1	50
fa_1	530
inv_1	60
fa_1	530
inv_1	40
ha_1	340
a21oi_1	210
o22ai_1	130
nor2_1	140
xnor2_1	130
ha_1	300
a21oi_2	200
o21ai_1	120
or3_1	330
a211oi_2	170
nor2_1	100
a211oi_2	200
xor2_1	150
cell families after synthesis:
kind of cell,count (synthesis),share of synthesized area (%)
adders and majority gates,104,40.3
and+or+nand+nor,104,13.7
DFF,35,20.5
xor gates and xnor gates,32,6.56
muxes,1,0.263
AOI/OAI and AO/OA,60,10.1
buffers and inverters,98,8.60
cells in the mapped netlist, types with 2 or more instances:
library cell	instances	share of area, %
inv_1	98	8.6
fa_1	56	26
ha_1	48	14
and2_1	46	6.7
dfrtp_1	35	20
xnor2_1	27	5.5
a21oi_1	20	2.3
nand2_1	16	1.4
nor2_1	11	0.97
nor2b_1	8	1.2
o21ai_0	8	0.94
a21o_1	7	1.2
nand2b_1	5	0.73
nand3_1	5	0.59
xor2_1	5	1.0
nand4_1	4	0.59
o21bai_1	3	0.53
a211oi_1	2	0.35
a211oi_2	2	0.59
a21oi_2	2	0.41
and3_1	2	0.29
nor3_1	2	0.23
o311ai_0	2	0.41
or3_1	2	0.29
final cells by class:
type                       count  area, µm²  share of cell area (%)
multi-input combinational    301       3030                    58.2
sequential                    35        876                    16.8
timing repair buffer          73        678                    13.0
inverter                      98        368                    7.07
tap                          105        131                    2.52
clock buffer                   6       82.6                    1.59
clock inverter                 2       38.8                   0.745
sequential cells by signal, indices dropped and copies added, names as in the netlist:
name,cells
outp_east,8
outp_south,8
result,19
per-layer routing:
metal,global-route usage [%],share of wire (%),vias to the layer above
met1,37.3,49,1459
met3,5.07,5.8,2
li1,-,-,1534
met4,0.758,0.17,0
met5,0,0,-
met2,31.5,46,59
worst paths after layout:
path,start,end
hold / removal,result[0],result[0]
setup reg to reg,result[0],result[12]
setup / recovery,inp_west[3],result[18]
hold reg to reg,result[0],result[0]
max in group asynchronous,rst,outp_east[3]
min in group asynchronous,rst,result[14]
per-stage QoR:
step	hold WS (ps)	instances	cell area [µm²]
final	502	620	5210
after floorplan	456	434	4280
after CTS	511	620	5210
after detailed placement	492	612	5080
after global routing	552	620	5210
after global placement	492	612	5080
repair_timing:
action                                  CTS  global route
hold buffers                              0             0
gates resized                             0             1
endpoints found under the setup margin    0             2
setup buffers                             0             0
