## /design/flow/config.mk

```make
export PLATFORM = sky130hd
export DESIGN_NAME = MAC
export DESIGN_NICKNAME = MAC
export VERILOG_FILES = /design/flow/design.v
export SDC_FILE = /design/flow/constraint.sdc
export NUM_CORES = 4
export LEC_CHECK = 1
export CORE_UTILIZATION = 30
```

## /design/flow/constraint.sdc

```tcl
current_design MAC

set clk_period 10.1
set clk_io_pct 0.2

create_clock -name clk0 -period $clk_period [get_ports {clk}]

set non_clock_inputs [all_inputs -no_clocks]
set_input_delay [expr $clk_period * $clk_io_pct] -clock clk0 $non_clock_inputs
set_output_delay [expr $clk_period * $clk_io_pct] -clock clk0 [all_outputs]
```

## /design/flow/design.v

```verilog
module MAC(
	input 	signed	   		  [7:0]		inA,
	input 	signed	    		  [7:0]		inB,
	input				  								clk,
	input 							  	 macc_clear,
	output reg	signed	     [18:0]		macc_out
);
always @(posedge clk) begin
		if (macc_clear == 1) begin
			macc_out <= inA * inB;
			end
		else begin
			macc_out <= macc_out + (inA * inB);
			end
end
endmodule
```

## /design/flow/run.sh

```bash
#!/bin/bash
# OpenROAD 26Q1-2900-gdf79404cd8, Yosys 0.63+post, stock flow scripts
make -C /OpenROAD-flow-scripts/flow DESIGN_CONFIG=/design/flow/config.mk WORK_HOME=/design/flow/orfs finish
```

==> out/results.md <==
| Metric | Reported |
|---|---|
| Wire length of the first global-routing pass | 12.7 mm |
| Distinct cell type count of the synthesized netlist | 43 |
| Number of cells traversed by the worst register-to-register path | 10 |
| Reg clk slew, reported paths | 60 ps |
| Cell Chain, Critical Path | clkdlybuf4s50_1 -> nand2b_1 -> fa_1 -> fa_1 -> inv_1 -> fa_1 -> inv_1 -> fa_1 -> inv_1 -> ha_1 -> o21ai_1 -> nor2_1 -> o2111ai_2 -> a31oi_1 -> a21o_1 -> a21oi_2 -> xnor2_1 -> ha_1 -> a211o_1 -> o32a_2 -> a31oi_1 -> mux2i_1 -> xnor2_1 |
| Share of flip-flops with an asynchronous set or reset after synthesis | 0% |
| Total number of warnings across the stage logs | 27 |
| Post-placement cell area | 0.00449 sq mm |
| Post-synthesis cell type with the largest combined area | sky130_fd_sc_hd__fa_1 |
| Wire length the detailed router placed on met1 | 3.41 mm |
| Total number of placement rows | 41 |
| Yosys top cell area share | 28.6% |
| Count of instances resized after the clock tree is built | 0 |
| MaxCap Viol Count | 0 |
| Last element of the critical path | macc_out[18] |
| Vias after detailed routing | 2948 |
| Number of antenna violations at the first check in global routing | 0 |
| Diodes inserted | 0 |
| H-tree lvl count | 1 |
| Yosys stat cell total | 446 |
| Gate count of the mapped netlist | 446 |
| Most used flip-flop cell | sky130_fd_sc_hd__dfxtp_1 |
| Number of synthesized register bits | 19 |
| Maximum buffer depth of the clock tree | 2 |
| Number of global-route vias before repair | 2836 |
| Number of optimization iterations in the first detailed-route pass | 4 |
| Hold-critical path depth | 3 |
| WL per Instance | 11.3 um |
| HP Class | register to register |
| Estimated wirelength of the detail-placed design | 6.34 mm |
| Setup repair bufs after CTS | 0 |
| Cell class contributing the biggest share of worst-path delay | adder cells |
| Transition time at the pin with the least slew margin | 622 ps |
| Count of synthesis-stage warnings from yosys | 1 |
| Routed length on met3 | 137 um |
| Vias/cell | 4.51 |
| Number of buffer and inverter stages on the critical path | 4 |
| Std-Cell Core Area | 0.0127 sq mm |
| Largest stage delay, worst path | 660 ps |
| Largest registers ranked by flip-flop count | macc_out x19 |
| Unrepaired setup endpoints after global routing | false |
| Max-slew violations | 0 |
| Final hold slack | 639 ps |
| Slack of the worst reg-to-reg path | 7250 ps |
| Drc violations | 0 |
| Design area | 0.00457 sq mm |
| Mapped cell area | 0.00392 sq mm |
| Met2 routed WL | 3.81 mm |
| Final number of hold-violating endpoints | 0 |
| Drt first-iter violations | 112 |
| Remaining max-slew budget at the tightest pin | 58.2% |
| Number of placed I/O pins | 37 |
| Crit path top cell by count | sky130_fd_sc_hd__fa_1 |
| Setup violators final | 0 |
| All-Layer GR Usage | 12.1% |
| Flip-flop count of the largest register, all copies and words added | 19 |
| Wire length after detailed routing | 7.39 mm |
| Overflow left after global routing | 0 |
| Count of hold-fix buffers inserted at cts | 0 |
| Clock tree from TritonCTS | yes |
| Share of the clock period used by the worst path after layout | 81.7% |
| Pin count of the biggest net entering global routing | 37 |
| Min cycle time layout | 8250 ps |
| Number of gates on the worst path with buffers counted | 23 |
| Clock tree root driver cell | sky130_fd_sc_hd__clkbuf_16 |
| WP data arrival | 8370 ps |
| Routability congestion estimate | 0.807 |
| Fraction of layout instances using a drive strength above 1 | 3.32% |
| Fmax achieved | 0.121 GHz |
| Largest cells by area | sky130_fd_sc_hd__fa_1, sky130_fd_sc_hd__ha_1, sky130_fd_sc_hd__dfxtp_1 |
| Die area | 0.0135 sq mm |
| Required time at the worst-slack endpoint | 10220 ps |
| Area overhead of the layout relative to synthesis | 16.4% |
| Number of buffers added by the clock tree synthesis step | 3 |
| Overall die height | 116 um |
| Startpoint-to-endpoint class of the critical path | input pin to register |
| Largest register by flop count | macc_out |
| Worst clock skew | 3.53 ps |
| Proportion of synthesized chip area in sequential cells | 9.69% |
| EDFF count, synth | 0 |
| Clk ins delay skew pair | 250 ps |
| Clock sink count | 19 |
| Reg2Reg Capture Point | macc_out[18] |
| Critical path launch point | inB[7] |
| CP max FO | 9 |
| Die extent in x | 116 um |
| Summed negative setup slack over all endpoints | 0 ps |
| Critical register-to-register path startpoint | macc_out[0] |
| Category of the worst setup path launch point | input pin |
| Worst setup EP type | register |
| Number of buffers inserted by port buffering | 36 |
| Floorplan Utilization | 31.0% |
| Antenna-violating nets left | 0 |
| Syn_area_per_cell | 8.80 sq um |
| Slowest cell on the critical path | sky130_fd_sc_hd__clkdlybuf4s50_1 |
| Highest Signal Layer | met4 |
| Run status | completed |
| Area reported by Yosys stat | 0.00392 sq mm |
[worst reg2reg max path, cell delays in order, from the launching register on]
cell	delay, ps
sky130_fd_sc_hd__dfxtp_1	320
sky130_fd_sc_hd__ha_1	240
sky130_fd_sc_hd__fa_1	440
sky130_fd_sc_hd__a211oi_1	260
sky130_fd_sc_hd__o21a_1	220
sky130_fd_sc_hd__a221o_2	210
sky130_fd_sc_hd__a31oi_2	120
sky130_fd_sc_hd__o32a_2	360
sky130_fd_sc_hd__a31oi_1	230
sky130_fd_sc_hd__mux2i_1	240
sky130_fd_sc_hd__xnor2_1	80
[routing by layer]
metal,vias to the layer above,track usage [%]
li1,1508,-
met1,1420,18.0
met2,18,20.6
met3,2,1.53
met4,0,0.342
met5,-,0
[layout by cell type (no fill, tap or decap), types with 10 or more instances in the layout]
| cell type | n |
|---|---|
| sky130_fd_sc_hd__fa_1 | 56 |
| sky130_fd_sc_hd__o21ai_0 | 17 |
| sky130_fd_sc_hd__xor2_1 | 10 |
| sky130_fd_sc_hd__nand2_1 | 33 |
| sky130_fd_sc_hd__a21oi_1 | 13 |
| sky130_fd_sc_hd__dfxtp_1 | 19 |
| sky130_fd_sc_hd__and2_1 | 45 |
| sky130_fd_sc_hd__xnor2_1 | 20 |
| sky130_fd_sc_hd__nor2_1 | 14 |
| sky130_fd_sc_hd__ha_1 | 49 |
| sky130_fd_sc_hd__clkdlybuf4s50_1 | 36 |
| sky130_fd_sc_hd__inv_1 | 91 |
[synth_stat cells, types with 2 or more instances]
cell type and number:
sky130_fd_sc_hd__a211oi_1 6, sky130_fd_sc_hd__a211oi_2 2, sky130_fd_sc_hd__a21o_1 9, sky130_fd_sc_hd__a21oi_1 13
sky130_fd_sc_hd__a31oi_1 3, sky130_fd_sc_hd__and2_1 45, sky130_fd_sc_hd__clkbuf_1 5, sky130_fd_sc_hd__dfxtp_1 19
sky130_fd_sc_hd__fa_1 56, sky130_fd_sc_hd__ha_1 49, sky130_fd_sc_hd__inv_1 91, sky130_fd_sc_hd__mux2_2 5
sky130_fd_sc_hd__nand2_1 33, sky130_fd_sc_hd__nand2b_1 4, sky130_fd_sc_hd__nor2_1 14, sky130_fd_sc_hd__nor2b_1 8
sky130_fd_sc_hd__nor3_1 4, sky130_fd_sc_hd__nor4_1 3, sky130_fd_sc_hd__o21a_1 8, sky130_fd_sc_hd__o21ai_0 17
sky130_fd_sc_hd__o31ai_1 2, sky130_fd_sc_hd__xnor2_1 20, sky130_fd_sc_hd__xor2_1 10
[worst min-delay path by stage]
stage                start            to
global route   macc_out[0]   macc_out[0]
CTS           macc_out[18]  macc_out[18]
finish        macc_out[18]  macc_out[18]
[stage by stage]
step                cells  utilization [%]  setup slack (ps)
detailed placement    650             35.4              1540
finish                654             36.0              1850
CTS                   654             36.0              1790
global placement      650             35.4              1660
global route          654             36.0              1360
floorplan             446                -              2530
[layout make-up]
| class | instances | area, sq um |
|---|---|---|
| Sequential cell | 19 | 380 |
| Inverter | 91 | 342 |
| Tap cell | 172 | 215 |
| Clock buffer | 4 | 78.8 |
| Timing Repair Buffer | 37 | 368 |
| Fill cell | 1279 | 8100 |
| Multi-Input combinational cell | 331 | 3180 |
[kinds of logic (layout without fill, tap and decap cells)]
logic type	Yosys count	count (layout)	share of synthesized area, %
mux	6	6	1.69
fa+ha+maj	105	105	44.2
simple gates	115	115	15.2
compound gates	75	75	13.3
buf+inv	96	132	9.18
flops	19	19	9.69
xor+xnor	30	30	6.70
