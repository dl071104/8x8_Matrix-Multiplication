### /design/flow/run.sh
#!/bin/bash
# OpenROAD 26Q1-2900-gdf79404cd8, Yosys 0.63+post, stock flow scripts
make -C /OpenROAD-flow-scripts/flow DESIGN_CONFIG=/design/flow/config.mk WORK_HOME=/design/flow/orfs finish
### /design/flow/config.mk
export PLATFORM = sky130hd
export DESIGN_NAME = RAMOUTPUT
export DESIGN_NICKNAME = RAMOUTPUT
export VERILOG_FILES = /design/flow/design.v
export SDC_FILE = /design/flow/constraint.sdc
export NUM_CORES = 4
export LEC_CHECK = 1
export CORE_UTILIZATION = 40
### /design/flow/constraint.sdc
current_design RAMOUTPUT

set clk_period 28.1
set clk_io_pct 0.2

create_clock -name clk0 -period $clk_period [get_ports {clk}]

set non_clock_inputs [all_inputs -no_clocks]
set_input_delay [expr $clk_period * $clk_io_pct] -clock clk0 $non_clock_inputs
set_output_delay [expr $clk_period * $clk_io_pct] -clock clk0 [all_outputs]
### /design/flow/design.v
module RAMOUTPUT(
output reg signed [18:0] data_out,
input [5:0] addr,
input signed[18:0] mdi,
input clk,
input mwr);
reg signed [18:0] mem[63:0]  ;
always @(posedge clk) begin
 if (mwr) begin
	mem[addr] <=mdi;
	end
		data_out <= mem[addr];
	end
endmodule
==> run summary <==
flow finished, numbers: status=completed, crit path launch type=input pin, Worst Path Required=28.70 ns, Ys Warns=1, Largest cells by area=edfxtp_1 (78%), a221oi_1 (3.8%), a22oi_1 (3.2%), placed cells=4,221, FP Rows=125, Cell Area, Synth=0.04707 mm2, vias in the first global route=29,150, VDD IR max=0.06527 mV, ys async rst share=0%, Synth Register Bits=1,235, mean routed wirelength per cell=33.49 um, flip-flops with a built-in enable=1,216, Post-CTS Hold Buffers=0, number of fill cells=9,626, dpl hpwl=91,110 um, gr ovfl total=0, unique cell type count in the Yosys netlist=58, worst-path fanout max=48, Detail Route Antenna Nets=0, crit end category=flop, CP arrival=10.18 ns, fin crit period=9.583 ns, Worst-path clk slew=0.06 ns, Setup CP Type=in -> reg, r2r startpoint=mem[21][12]$_DFFE_PP_, final setup vio count=0, Slew Limit Fails=0, syn avg cell area=17.37 um2, die span in x=345.0 um, Clock Sink Count=1,235, Core Area=0.1164 mm2, leakage=0.01673 uW, root buffer cell=clkbuf_16, Max clock buf depth=3, via-per-instance ratio=6.200, total power=3909 uW, largest net degree at the start of global routing=59, final hold viol count=0, register area=0.03690 mm2, Latency at later pin=0.77 ns, biggest area consumer among synthesized cells=edfxtp_1, total tool warning count=26, # IOs=46, clock skew=0.04670 ns, worst hold start=mem[29][18]$_DFFE_PP_, Hold WS=0.7330 ns, Post-CTS Setup Inserts=0, Gate Count Post-Synth=2,709, drt total wl=149,300 um, CTS tree=done, unrepaired setup endpoints after global routing=false, synthesis area per yosys=0.04707 mm2, Pre-Place Util=40.45%, residual DRC count=0, Die Area=0.1190 mm2, GPL Wtd Cong=0.9809, via count=27,640, Synth Seq Share=78.39%, fraction of layout cells with a size suffix above 1=18.17%, fin crit share=34.10%, drt first pass iters=5, Highest Clock Rate=104.4 MHz, PortBufs=45, fin util=46.17%, Initial DRC Count=2,283, max_slew headroom=16.84%, Pwr Density=72.76 mW/mm2, Top cell area share=77.58%, total CTS buffers=130, dominant synthesized flop cell=edfxtp_1, Critical Path Start=addr[1], antenna violations before repair=9, non-filler cells, final=4,457, first-pass GRT wire length=212,500 um, HP Class=reg -> reg, post-CTS sizing=0, Die Ht=345.0 um, area grow syn2layout=14.15%, CTS HTree Levels=4, max cap viols=0, Yosys Instances=2,709, Worst-Margin Slew=1.234 ns, Tot GR Track Use=27.44%, Combinational Area=0.009308 mm2, setup total negative slack=0 ns
==> per-stage QoR <==
step / setup WS, ns / instance area, um2
after floorplan: 19.81 / 47070
after global placement: 17.87 / 49690
after detailed placement: 17.87 / 49690
after CTS: 18.62 / 53710
after global routing: 18.32 / 53720
final: 18.52 / 53720
==> power breakdown <==
| group | leakage [uW] | total (uW) | internal, uW | switching (uW) |
|---|---|---|---|---|
| Sequential | 0.0111 | 2050 | 2040 | 13.1 |
| Clock | 0.00197 | 1630 | 916 | 712 |
| Combinational | 0.00366 | 227 | 61.4 | 166 |
| Total | 0.0167 | 3910 | 3020 | 892 |
==> registers in the layout, summed over array words and instances (netlist names) <==
| name | count |
|---|---|
| mem | 1216 |
| data_out | 19 |
==> synth_stat cells (all sizes together), types with 2 or more instances <==
library cell  instances
a2111oi               6
a211o                 4
a211oi               14
a21o                  2
a21oi                56
a221o                 7
a221oi              212
a222oi                8
a22o                 13
a22oi               199
a311o                 2
a31oi                11
a32oi                 3
and2                  5
and3                  6
buf                 153
clkbuf               63
dfxtp                19
edfxtp             1216
inv                   4
mux2                 64
mux2i                66
mux4                 22
nand2                56
nand2b                5
nand3                24
nand4                16
nor2                178
nor2b                 8
nor3                 33
nor4                  3
o21ai                89
o221ai               29
o22a                  8
o22ai                66
o2bb2ai               6
o31ai                 8
o32ai                 3
or3                   8
or4                   4
or4b                  2
==> logic make-up (layout without fill, tap and decap cells) <==
group / count (synthesis) / after routing / share of synthesized area, %
mux: 152 / 152 / 3.996
flops: 1235 / 1235 / 78.39
simple gates: 351 / 351 / 3.304
compound gates: 751 / 751 / 11.98
buf+inv: 220 / 439 / 2.329
other cells: 0 / 5 / 0
==> critical path, cell delays in order <==
cell      delay, ns
clkbuf_8       0.31
buf_4          0.57
buf_4          0.66
clkinv_2       0.38
buf_4          0.36
buf_4          0.41
a221oi_1       0.31
nor2_1         0.07
o31ai_1        0.92
nand4_1        0.20
nand4b_1       0.21
==> area by class of cell <==
class / instances / area share, %
flip-flops and latches: 1235 / 68.68
multi-input cells: 1254 / 17.32
clock buffers: 163 / 6.342
well taps: 1524 / 3.549
repair buffers: 204 / 2.902
clock inverters: 68 / 1.153
inverters: 4 / 0.03028
diodes: 5 / 0.02329
==> placed cells by master (no fill, tap or decap), types with 13 or more instances in the layout <==
master | synthesis | final
dfxtp_1 | 19 | 19
nor2_1 | 178 | 112
o21ai_0 | 83 | 83
nand2_1 | 56 | 56
mux2_2 | 59 | 59
o22ai_1 | 66 | 66
nor2_2 | 0 | 64
buf_4 | 18 | 159
a221oi_1 | 206 | 206
clkinv_1 | 0 | 22
nand4_1 | 16 | 16
mux4_2 | 22 | 22
nor3_1 | 33 | 32
a21oi_1 | 56 | 56
buf_2 | 102 | 19
a22o_1 | 13 | 13
nand3_1 | 24 | 23
clkbuf_16 | 0 | 130
o221ai_1 | 29 | 29
edfxtp_1 | 1216 | 1216
clkdlybuf4s50_1 | 0 | 23
clkinv_2 | 0 | 25
a22oi_1 | 199 | 199
a211oi_1 | 14 | 14
mux2i_1 | 66 | 66
clkbuf_1 | 63 | 30
==> final timing paths <==
check / slack (ns) / to / cells past startpoint
worst min register to register: 0.73 / data_out[18]$_DFF_P_ / 5
worst min-delay path: 0.73 / data_out[18]$_DFF_P_ / 5
worst max-delay path: 18.52 / data_out[1]$_DFF_P_ / 11
worst max register to register: 25.54 / data_out[12]$_DFF_P_ / 6
==> per-layer routing <==
metal / wire (um) / track usage, %
met1: 46590 / 30.80
met5: 307 / 1.921
met4: 7807 / 10.89
met3: 28910 / 23.76
met2: 65640 / 37.61
Power is estimated from default activity; no workload was simulated.
